==> design/flow/design.v <==
module piscar(
input CLOCK_50, 
input [3:0] KEY, 
input [9:0] SW,
output [7:0]LEDG,
output [7:0]LEDR
);
reg [27:0] contador = 0;
reg l = 0;
assign LEDG = l;
assign LEDR = SW[0] * SW[1];
always @(posedge CLOCK_50) begin
	contador = contador + 1;
	if(SW[0] == 0 && SW[1] == 0) begin
		if(contador == 50000000) begin
		contador = 0;
		l = ~l;
		end
	end
	if(SW[0] ==0 && SW[1]==1) begin
		if(contador == 90000000)begin
		contador = 0;
		l = ~l; 
		end
	end
	if(SW[0] == 1 && SW[1]==0) begin
		if(contador == 25000000)begin
		contador = 0;
		l = ~l; 
		end
	end
end
endmodule
==> design/flow/run.sh <==
#!/bin/bash
# OpenROAD 26Q1-2900-gdf79404cd8, Yosys 0.63+post, stock flow scripts
make -C /OpenROAD-flow-scripts/flow DESIGN_CONFIG=/design/flow/config.mk WORK_HOME=/design/flow/orfs finish
==> design/flow/config.mk <==
export PLATFORM = sky130hd
export DESIGN_NAME = piscar
export DESIGN_NICKNAME = piscar
export VERILOG_FILES = /design/flow/design.v
export SDC_FILE = /design/flow/constraint.sdc
export NUM_CORES = 4
export LEC_CHECK = 1
export CORE_AREA = 10 10 100 100
export DIE_AREA = 0 0 110 110
==> design/flow/constraint.sdc <==
current_design piscar

set clk_period 7.1
set clk_io_pct 0.2

create_clock -name clk0 -period $clk_period [get_ports {CLOCK_50}]

set non_clock_inputs [all_inputs -no_clocks]
set_input_delay [expr $clk_period * $clk_io_pct] -clock clk0 $non_clock_inputs
set_output_delay [expr $clk_period * $clk_io_pct] -clock clk0 [all_outputs]
==> run summary <==
Hold Startpoint: l$_DFF_P_
Total wire length: 3.62 mm
Starting density of the core: 23.4%
Main logic family: simple AND/OR/NAND/NOR gates
CTS tree: built
Compound Share, Synth: 6.70%
CP Data Required Time: 5.68 ns
Crit path time final: 3.96 ns
Lkg Pwr: 0.000730 uW
Non-Filler Instances: 315
Core outline area: 7810 um^2
Top area cell types: dfxtp_1, xnor2_1, xor2_1
Hpwl dp: 2.71 mm
Vias per cell: 4.41
Worst hold path class: register to register
OpenROAD warning count: 38
Die W: 110 um
Largest net degree at the start of global routing: 11
First-pass DRT Iterations: 4
CTS sink count: 29
WP buf/inv: 2
Number of synthesized flops with an enable pin: 0
Yosys cell count: 214
Rows: 32
CTS resizes: 0
IO buf count: 4
Num CTS Buffers: 5
Main synth FF type: dfxtp_1
Logic area: 1120 um^2
Avg Cell Area, Syn: 8.55 um^2
Clock Pin Slew Worst Setup and Hold Paths: 0.05 ns
Mapped cell area: 1830 um^2
Post-synth ARST share: 0%
Placed instance count: 307
First-pass GRT wire length: 6.35 mm
Mux frac, synth: 1.16%
Vias in the first global route: 1341
Number of remaining DRC errors: 0
I/O pin total: 31
Chip area: 12100 um^2
Total grt overflow: 0
Setup TNS Final: 0 ns
Ys Warns: 1
CTS Buffer Depth: 2
Cell variety after synth: 47
Sequential fraction of the synthesis area: 31.7%
FF-to-FF Start: contador[0]$_DFF_P_
XORs/XNORs by Area: 14.8%
Die height: 110 um
Critical path launch point type: input port
Area delta synth->final: 7.11%
Fraction of layout cells with a size suffix above 1: 7.51%
CP max stage delay: 0.52 ns
Outcome: finished, final reports clean
Synth cell count leaders: dfxtp_1, nor2_1, buf_4
CTS Hold Bufs: 0
Post-route ant nets: 0
Critical path fanouts, max: 4
Total number of vias: 1390
Yosys top cell by area: dfxtp_1
Slew HR: 48.5%
Antenna violations before repair: 0
Part of the cycle the worst path needs: 55.7%
Most used cell along the critical path: clkdlybuf4s50_1
Top-count cell post-synth: dfxtp_1
Clk Latency, worst-skew pair: 0.28 ns
Maximum VDD drop: 0.0568 mV
Slowest cell on the critical path: clkdlybuf4s50_1
Critical path class: input port to primary output
Final setup fails: 0
Clock root buffer: clkbuf_8
Max Slew Vio Count: 0
Fa+ha+maj area frac: 1.37%
Post-synth regs: 29
GRT Total Usage: 6.40%
Chip Area, Yosys: 1830 um^2
Critical Path Start: SW[0]
ANT cells: 0
Fmax: 0.253 GHz
FILL cells: 835
CTS HTree Levels: 2
Maxcap violations: 0
Final hold viol count: 0
Worst path top cell family by delay: buffers and inverters
Worst Skew: 0.00548 ns
Wirelength per Cell: 11.5 um
Pwr/cell area: 150 nW/um^2
Slew @ Worst Pin: 0.766 ns
Area leader share: 31.7%
Storage element area: 581 um^2
Crit-path cells: clkdlybuf4s50_1 -> and2_1 -> clkdlybuf4s50_1
CP arrival: 2.54 ns
Setup bufs post-CTS: 0
Critical path endpoint category: primary output
Mapped Cells: 214
Detailed Route Iter0 Violations: 85
GPL Wtd Cong: 0.854
RSZ-0062 raised after global routing: false
Simple-gate share of the synthesized area: 34.3%
worst reg2reg max path: stages, from the launching register on:
cell	delay, ns
dfxtp_1	0.43
ha_1	0.33
nand3_2	0.26
nor4_2	0.59
nand3_1	0.16
xor2_1	0.22
or4bb_1	0.59
a211oi_4	0.48
or2_1	0.38
xor2_2	0.10
final cells by class:
| type | count | share of cell area, % |
|---|---|---|
| Clock buffer | 8 | 4.09 |
| Inverter | 3 | 0.575 |
| Multi-Input combinational cell | 169 | 57.2 |
| Sequential cell | 29 | 29.6 |
| Tap cell | 102 | 6.51 |
| Timing Repair Buffer | 4 | 2.04 |
cells by family (layout without fill, tap and decap cells):
group / count (synthesis) / count (layout)
DFF: 29 / 29
muxes: 2 / 2
adders and majority gates: 2 / 2
other: 1 / 14
and+or+nand+nor: 106 / 106
xor gates and xnor gates: 30 / 30
AOI/OAI and AO/OA: 15 / 15
buffers and inverters: 29 / 15
through the flow:
stage / area (um^2) / hold slack [ns] / util, % / total power [uW] / setup slack [ns]
final: 1960 / 0.502 / 25.1 / 293 / 3.14
after global routing: 1960 / 0.515 / 25.1 / 307 / 3.06
after CTS: 1960 / 0.508 / 25.1 / 298 / 3.13
after detailed placement: 1880 / 0.491 / 24.1 / 169 / 3.01
after global placement: 1880 / 0.484 / 24.1 / 169 / 2.98
after floorplan: 1880 / 0.462 / - / 172 / 3.87
flip-flops by register name (all words and copies together) (netlist names):
| signal | cells |
|---|---|
| contador | 28 |
| l | 1 |
final timing paths:
check | end | slack [ns] | cells after the start
worst max-delay path | LEDR[0] | 3.14 | 3
worst min-delay path | l$_DFF_P_ | 0.50 | 1
worst max register to register | l$_DFF_P_ | 3.43 | 9
worst min register to register | l$_DFF_P_ | 0.50 | 1
where the power goes:
part	internal, uW	switching, uW
sequential	163	0
combinational	1.66	1.06
clock	69.4	58.3
routing by layer:
metal / GRT usage (%) / vias up / share of wire [%]
li1: - / 716 / -
met1: 9.78 / 642 / 55
met2: 8.93 / 26 / 40
met3: 2.12 / 6 / 4.1
met4: 0.372 / 0 / 0.80
met5: 0 / - / 0
cell usage in the layout (no fill, tap or decap), drive strengths merged, types with 7 or more instances in the layout:
master	count
nor2	24
nand3	13
nand2	13
xor2	15
conb	14
nor4	7
clkbuf	8
and3	7
dfxtp	29
nor3	12
xnor2	15
nand4	12
No activity file was given, so power comes from the tool's default toggle rates.
